===== flow/config.mk =====
export PLATFORM = sky130hd
export DESIGN_NAME = Forwarding_Unit
export DESIGN_NICKNAME = Forwarding_Unit
export VERILOG_FILES = /design/flow/design.v
export SDC_FILE = /design/flow/constraint.sdc
export NUM_CORES = 4
export LEC_CHECK = 1
export CORE_AREA = 10 10 70 70
export DIE_AREA = 0 0 80 80

===== flow/constraint.sdc =====
current_design Forwarding_Unit

set clk_period 2.1
set clk_io_pct 0.2

create_clock -name clk0 -period $clk_period

set non_clock_inputs [all_inputs -no_clocks]
set_input_delay [expr $clk_period * $clk_io_pct] -clock clk0 $non_clock_inputs
set_output_delay [expr $clk_period * $clk_io_pct] -clock clk0 [all_outputs]

===== flow/design.v =====
module Forwarding_Unit
(
	input [4:0] ID_EX__Rs1, ID_EX__Rs2,
	input [4:0] EX_MEM__Rd,
	input EX_MEM__RegWrite,
	input [4:0] MEM_WB__Rd,
	input MEM_WB__RegWrite,
	output reg [1:0] Forward_A, Forward_B
);
	always @(*)
		begin
		if (EX_MEM__Rd == ID_EX__Rs1 && EX_MEM__RegWrite == 1 && EX_MEM__Rd != 0)
			begin
				Forward_A = 2'b10;
			end
		else if (MEM_WB__Rd == ID_EX__Rs1 && MEM_WB__RegWrite == 1 && MEM_WB__Rd != 0 
				&&
				!(EX_MEM__RegWrite == 1 && EX_MEM__Rd != 0 && EX_MEM__Rd == ID_EX__Rs1)
				)
			begin
				Forward_A = 2'b01;
			end
		else
			begin
				Forward_A = 2'b00;
			end
		if (EX_MEM__Rd == ID_EX__Rs2 && EX_MEM__RegWrite == 1 && EX_MEM__Rd != 0)
			begin
				Forward_B = 2'b10;
			end
		else if (MEM_WB__Rd == ID_EX__Rs2 && MEM_WB__RegWrite == 1 && MEM_WB__Rd != 0 
				&&
				!(EX_MEM__RegWrite == 1 && EX_MEM__Rd != 0 && EX_MEM__Rd == ID_EX__Rs2)
				)
			begin
				Forward_B = 2'b01;
			end
		else 
			begin
				Forward_B = 2'b00;
			end
		end
endmodule

===== flow/run.sh =====
#!/bin/bash
# OpenROAD 26Q1-2900-gdf79404cd8, Yosys 0.63+post, stock flow scripts
make -C /OpenROAD-flow-scripts/flow DESIGN_CONFIG=/design/flow/config.mk WORK_HOME=/design/flow/orfs finish

==> results.sh <==
# source this file to load flow results
export IMPL_die_h_um=80
export IMPL_wirelength_mm=1.44
export IMPL_firstDrtPassIters=2
export IMPL_peakVddDrop_uv=27.1
export IMPL_avgViaCountPerCell=3.23
export IMPL_core_rowCount=21
export IMPL_ys_area_um2=256
export IMPL_nClkBuffers=0
export IMPL_crit_chain="buf_6 > or4_4 > o21ai_4 > nor4_4 > buf_4 > nor3_4 > buf_2"
export IMPL_n_sequential_cell=0
export IMPL_ff_latch_area_um2=0
export IMPL_antenna_left=0
export IMPL_slowest_stage="or4_4"
export IMPL_nFillCells=373
export IMPL_tns_ns=0
export IMPL_fmax_mhz=479
export IMPL_critical_path_required_ns=1.68
export IMPL_dp_hpwl_mm=1.24
export IMPL_drc=0
export IMPL_critPathTopFamily="simple AND/OR/NAND/NOR gates"
export IMPL_p_leak_nw=0.314
export IMPL_die_area_um2=6400
export IMPL_utilization_pct=22.6
export IMPL_crit_path_end_kind="primary output"
export IMPL_drt_iter0_markers=6
export IMPL_rsz0062_at_grt="true"
export IMPL_wl_met1_um=507
export IMPL_max_slew_margin_pct=81.6
export IMPL_grt_pass1_vias=459
export IMPL_wl_met2_um=828
export IMPL_grt_max_degree=4
export IMPL_num_antenna_cells=0
export IMPL_ys_types=8
export IMPL_cap_violations=0
export IMPL_io_pins=26
export IMPL_highest_layer="met3"
export IMPL_final_instance_count_excl_fill=121
export IMPL_crit_fanout=2
export IMPL_slew_violations=0
export IMPL_initCoreUtil_pct=7.51
export IMPL_wl_met3_um=107
export IMPL_placed_cells=118
export IMPL_numPortBuffers=26
export IMPL_antenna_found_initial=0
export IMPL_setup_viol=0
export IMPL_hold_violations=0
export IMPL_yosys_cells=34
export IMPL_wire_per_inst_um=11.9
export IMPL_hold_buffers=0
export IMPL_period_used_pct=99.4
export IMPL_grt_pass1_wl_mm=2.26
export IMPL_status="complete, no violations"
export IMPL_openroad_warnings=34
export IMPL_drive_gt1_share_pct=48.0
export IMPL_core_um2=3420
export IMPL_die_w_um=80
export IMPL_syn_cell_area_um2=256
export IMPL_critPathMaxStageDelay_ns=0.54
export IMPL_min_path_type="in2out"
export IMPL_vias=391
export IMPL_period_needed_ns=2.09
export IMPL_critPathArrivalTime_ns=1.67
export IMPL_syn2layout_area_growth_pct=201
export IMPL_crit_type="in2out"
export IMPL_power_mw=0.133
export IMPL_grt_overflow=0
export IMPL_fin_ws_ns=0.0133
export IMPL_syn_inst=34
export IMPL_start_kind="input port"
export IMPL_synth_avg_cell_area_um2=7.54
export IMPL_cp_buffers_inverters=3
export IMPL_ys_warn_count=1
export IMPL_cellPowerDensity_nw_per_um2=172
export IMPL_worst_pin_slew_ns=0.275
export IMPL_grt_total_usage_pct=4.37
export IMPL_place_ws_ns=-0.761
export IMPL_yosysSeqAreaShare_pct=0
export IMPL_gp_congestion=0.803
[cell usage in the layout, fill, tap and decap left out]
master,synthesis,layout
nor3_2,0,1
clkdlybuf4s15_2,0,2
xor2_1,10,10
xnor2_2,0,3
nor3_4,0,2
dlygate4sd2_1,0,10
or4_1,2,1
nand3_2,0,2
nor3_1,4,1
clkdlybuf4s50_1,0,3
nor4_4,0,2
xnor2_1,10,7
buf_6,0,4
buf_2,0,4
clkdlybuf4s15_1,0,5
nand3_1,4,2
buf_4,0,13
o21ai_4,0,1
o21ai_2,1,1
or4_4,0,1
[metrics by stage]
stage               cell area [µm²]  hold WS [ns]
floorplan                       256         0.922
global placement                664          1.84
detailed placement              664          1.82
CTS                             741          1.45
global route                    772          1.52
finish                          772          1.46
[repair_timing]
action | in CTS | in global routing
pin swaps | 15 | 2
resized | 65 | 5
hold endpoints to repair | 0 | 0
setup buffers | 3 | 0
setup endpoints to repair | 4 | 4
[layer usage]
layer / GRT usage (%) / vias to the layer above
li1: - / 203
met1: 4.82 / 176
met2: 8.83 / 12
met3: 0.682 / 0
met4: 0 / 0
met5: 0 / -
[final cells by class]
type / count / area [µm²] / area share [%]
multi-input cells: 34 / 362 / 46.8
repair buffers: 41 / 353 / 45.7
well taps: 46 / 57.6 / 7.46
[path summary, 6_finish.rpt]
kind                           from      endpoint  slack, ns  depth (start not counted)
worst max-delay path  EX_MEM__Rd[3]  Forward_B[0]       0.01                          7
worst min-delay path  EX_MEM__Rd[4]  Forward_B[1]       1.46                          6
[synthesized netlist by cell type, drive strengths merged]
master | number | area [µm²]
nand3 | 4 | 20.0
nor3 | 4 | 20.0
nor4 | 2 | 12.5
o21ai | 2 | 13.8
or4 | 2 | 15.0
xnor2 | 10 | 87.6
xor2 | 10 | 87.6
[power breakdown]
part	switching [mW]	internal, mW	leakage, nW
sequential	0	0	0
combinational	0.0578	0.0748	0.314
clock	0	0	0
total	0.0578	0.0748	0.314
[cell families after synthesis]
family / share of synthesized area [%]
AOI/OAI and AO/OA: 5.36
and+or+nand+nor: 26.3
xor gates and xnor gates: 68.3
Power and IR drop assume default switching activity.
