==> flow/design.v <==
module mux_4_in
(
	input [63:0] a, b, c, d,
	input [1:0] sel,
	output reg [63:0] data_out
);
	always @(*)
	begin
		if (sel == 2'b00)
			begin
				data_out = a; 
			end
		else if (sel == 2'b01)
			begin
				data_out = b;
			end
		else if (sel == 2'b10)
			begin
				data_out = c;
			end
		else if (sel == 2'b11)
			begin
				data_out = d;
			end
	end
endmodule
==> flow/run.sh <==
#!/bin/bash
# OpenROAD 26Q1-2900-gdf79404cd8, Yosys 0.63+post, stock flow scripts
make -C /OpenROAD-flow-scripts/flow DESIGN_CONFIG=/design/flow/config.mk WORK_HOME=/design/flow/orfs finish
==> flow/config.mk <==
export PLATFORM = sky130hd
export DESIGN_NAME = mux_4_in
export DESIGN_NICKNAME = mux_4_in
export VERILOG_FILES = /design/flow/design.v
export SDC_FILE = /design/flow/constraint.sdc
export NUM_CORES = 4
export LEC_CHECK = 1
export CORE_AREA = 10 10 131 131
export DIE_AREA = 0 0 141 141
==> flow/constraint.sdc <==
current_design mux_4_in

set clk_period 6.3
set clk_io_pct 0.2

create_clock -name clk0 -period $clk_period

set non_clock_inputs [all_inputs -no_clocks]
set_input_delay [expr $clk_period * $clk_io_pct] -clock clk0 $non_clock_inputs
set_output_delay [expr $clk_period * $clk_io_pct] -clock clk0 [all_outputs]
==> notes.md <==
The slew at the pin with the worst max-slew slack was 0.679 ns; the share of synthesized registers carrying an async set or reset was 0. The tools report the number of global-route vias before repair as 3,064. The run gives 8 as the number of distinct standard cells referenced by the synthesized netlist. Dividing the synthesized area by the synthesized cell count gives 18.1 sq um. For this sky-water flow run, the detailed-routed wirelength per cell is reported as 18.9 microns. For the number of warnings reported in the yosys synthesis log, the log shows 1. Counting endpoints that fail hold in the final report gives 0. In the placement report, post-DP HPWL is listed as 12,400 microns. Synthesis handed over a netlist of 143 instances. The total power divided by cell area was 56.6 mW/mm^2; the final RePlAce weighted congestion was 0.882. In this run the layout overhead on the synthesized area is reported as 136%. In the routed layout, each cell is associated on average with a via count of 3.87.

With the effective utilization at floorplan at 0.179, the global-route met1 utilization is 0.141. The placeable core region came out at 0.0144 sq mm. STA lists the maximum fanout along the critical path as 35. The static leakage was 2.42 nW. The total die size was 0.0199 sq mm; the DRC violation count after routing was 0. For the met3 layer usage reported by global route, the log shows 0.0760. From bottom edge to top edge, the die measures 141 microns.

By instance count, the cell type seen most on the critical path is buf_4. Per the GRT log, the top usage layer is met2. The worst setup path is captured at an output pin. The first-pass detailed-route iteration total came out at 4. The first global-routing pass estimated 19,300 microns of wire. Per the OpenROAD timing report, the critical path contains 5 cells.

The register with the most flip-flops in the layout has 64 of them. Subtracting the final worst setup slack from the clock period gives 5.08 ns. Count of nets left with antenna violations after detail routing: 0.

OpenROAD emitted warnings numbering 32. For this run the top cell type by instance count after synthesis was dlxtn_1. The kind of start point of the critical path is an input port.

Entering global routing, the biggest net connects 39 pins. The count of state elements after synthesis was 64. For the worst-case headroom to the max-slew limit, the log shows 0.547.

In this run the VDD rail shows a maximum IR drop of 0.0290 mV. The worst setup path is of the input port to output pin kind. Once placement completed, the tool counted placed cells totaling 700.

The layout cell share with drive strength beyond 1 works out to 0.124. 64 endpoints have no timing constraint. The arrival time of data at the critical path endpoint was 3.82 ns. The logs give 0.129 for the aggregate global-route resource usage and 0 for the final-report setup violation count. The tools report the number of antenna violations at the first check in global routing as 1. According to the timing report, the critical path is captured at data_out[63].

Input and output buffers added on the ports amount to 322. The mapped netlist covers 0.00259 sq mm. The run gives 5.04 ns as the endpoint required time on the critical path.

The slowest stage of the critical path belongs to the cell mux4_1. Per the repair_timing log after CTS, setup buffers inserted total 0. The number of gates resized after cts was 0; the post-place instance area was 0.00612 sq mm. The overall power after layout was 0.000346 W. Counting pins that exceed their max-slew limit in the final report gives 0. The first routing iteration left 72 violations. For this design, the CTS-stage hold fixing added 0 buffers.

The number of buffers and inverters on the critical path is 3. The fraction of synthesized cell area taken by the top area cell type is 0.522. Sorting the Yosys area breakdown by cell type puts at the top mux4_2. The count of flip-flops with a built-in enable after synthesis works out to 0. The yosys cell count is 143. Antenna diode count: 0.

The run gives 0 ns as the post-route setup TNS. Setup repair after global routing left no endpoint under its margin. The routed design has 13,300 microns of wire.

Walking the worst path, the cells encountered are buf_4 > buf_4 > mux4_1 > dlxtn_1 > clkdlybuf4s50_1. The final period utilization works out to 0.806. OpenSTA lists the critical path startpoint as sel[0]. With the met2 global-route usage at 0.219, the die span in x is 141 microns. The initialized floorplan defines 44 standard-cell rows. The run gives 700 as the final non-filler cell total. Yosys reports that the most numerous cell types are dlxtn_1 (64), mux4_2 (60), buf_12 (6), buf_2 (6), mux4_1 (4). With the maximum clock rate at 0.197 GHz, the largest stage delay on the critical path is 0.73 ns. The main area contributors are mux4_2 (52%), dlxtn_1 (37%), buf_12 (4.6%), mux4_1 (4.1%), buf_2 (1.2%). The timer found 64 register pins that no clock reaches; their paths are not timed. The total non-filler cell area in the finished layout is 0.00612 sq mm. The most common flop cell mapped by yosys was dlxtn_1. Per the run summary, max-cap violations total 0.

Largest delay contributor family on the critical path: buffers and inverters. The top-level I/O count is 322. The flow ran to the end, and the final reports show no timing, DRC or antenna violations. The logs give 2,710 for the total via count in the routed design and 0.00259 sq mm for the yosys stat chip area. The tools report the overall overflow remaining after global route as 0.
[layout make-up]
| class | count | area (sq um) |
|---|---|---|
| fillers | 1339 | 8310 |
| repair buffers | 324 | 3230 |
| multi-input cells | 128 | 1700 |
| flip-flops and latches | 64 | 961 |
| well taps | 184 | 230 |
[logic make-up after synthesis]
logic type             share of synthesized area
latches                                    0.371
buffers and inverters                     0.0643
other                                    0.00145
multiplexers                               0.563
[stage by stage]
step	utilization	setup slack, ns
after detailed placement	0.424	1.13
final	0.424	1.22
after global placement	0.424	1.12
after CTS	0.424	1.14
after floorplan	-	2.75
after global routing	0.424	0.995
[layer usage]
layer / wire (microns) / vias to the layer above
li1: - / 1292
met1: 4540 / 1226
met2: 6570 / 180
met3: 2020 / 10
met4: 120 / 2
met5: 9 / -
[placed cells by master (no fill, tap or decap), drive strengths merged]
cell type	n
clkdlybuf4s50	320
conb	64
buf	4
mux4	64
dlxtn	64
[report_power, final]
part / switching [W] / leakage (nW) / internal [W]
registers: 0.00000508 / 0.520 / 0.0000446
logic: 0.0000618 / 1.90 / 0.000235
clock network: 0 / 0 / 0
total: 0.0000669 / 2.42 / 0.000279
Power figures rest on the tool's default switching activity, not on a simulated workload.
